## config.mk

```make
export PLATFORM = sky130hd
export DESIGN_NAME = reg1_fsm_case
export DESIGN_NICKNAME = reg1_fsm_case
export VERILOG_FILES = /design/flow/design.v
export SDC_FILE = /design/flow/constraint.sdc
export NUM_CORES = 4
export LEC_CHECK = 1
export CORE_UTILIZATION = 40
```

## constraint.sdc

```tcl
current_design reg1_fsm_case

set clk_period 34.3
set clk_io_pct 0.2

create_clock -name clk0 -period $clk_period [get_ports {clk}]

set non_clock_inputs [all_inputs -no_clocks]
set_input_delay [expr $clk_period * $clk_io_pct] -clock clk0 $non_clock_inputs
set_output_delay [expr $clk_period * $clk_io_pct] -clock clk0 [all_outputs]
```

## design.v

```verilog
module add_sub(
    input [31:0] A, B,
    output reg [31:0] s
);
    parameter e = 8'b01111111;
    reg [23:0] x, y, z;
    reg [7:0] expa, expb, expc;
    reg [7:0] shift;
    reg [4:0] count;
    wire [1:0] signs;
    integer shift_amount;
    assign signs = {A[31], B[31]};
    always @(*) begin
        x[23] = 1'b1;
        x[22:0] = A[22:0];
        y[23] = 2'b01;
        y[22:0] = B[22:0];
        expa = A[30:23];
        expb = B[30:23];
        count = 5'd0;
        shift_amount = 5'd0;
        if (expa > expb) begin
            shift = expa - expb;
            y = y >> shift;
            expc = expa;
        end 
        else begin
            shift = expb - expa;
            x = x >> shift;
            expc = expb;
        end
        if (signs == 2'b00 || signs == 2'b11) begin
            z = x + y;
            s[31] = A[31];
        end 
        else begin
            if (expa > expb) begin
                z = x - y;
                s[31] = A[31];
            end
            else if (expa < expb) begin
                z = y - x;
                s[31] = B[31];
            end
            else begin
                if (x >= y) begin
                    z = x - y;
                    s[31] = A[31];
                end 
                else begin
                    z = y - x;
                    s[31] = B[31];
                end
            end
        end
        if (z[23]) shift_amount = 0;
        else if (z[22]) shift_amount = 1;
        else if (z[21]) shift_amount = 2;
        else if (z[20]) shift_amount = 3;
        else if (z[19]) shift_amount = 4;
        else if (z[18]) shift_amount = 5;
        else if (z[17]) shift_amount = 6;
        else if (z[16]) shift_amount = 7;
        else if (z[15]) shift_amount = 8;
        else if (z[14]) shift_amount = 9;
        else if (z[13]) shift_amount = 10;
        else if (z[12]) shift_amount = 11;
        else if (z[11]) shift_amount = 12;
        else if (z[10]) shift_amount = 13;
        else if (z[9]) shift_amount = 14;
        else if (z[8]) shift_amount = 15;
        else if (z[7]) shift_amount = 16;
        else if (z[6]) shift_amount = 17;
        else if (z[5]) shift_amount = 18;
        else if (z[4]) shift_amount = 19;
        else if (z[3]) shift_amount = 20;
        else if (z[2]) shift_amount = 21;
        else if (z[1]) shift_amount = 22;
        else if (z[0]) shift_amount = 23;
        else shift_amount = 24;
        z = z << shift_amount;
        expc = expc - shift_amount;
        s[22:0] = z[22:0];
        s[30:23] = expc;
    end
endmodule
module multi(
    input wire [31:0] a,
    input wire [31:0] b,
    output reg [31:0] result
);
    wire sign_a = a[31];
    wire sign_b = b[31];
    wire [7:0] exp_a = a[30:23];
    wire [7:0] exp_b = b[30:23];
    wire [23:0] mantissa_a = {1'b1, a[22:0]};
    wire [23:0] mantissa_b = {1'b1, b[22:0]};
    wire sign_result = sign_a ^ sign_b;
    wire [47:0] mantissa_product = mantissa_a * mantissa_b;
    reg [7:0] exp_result;
    reg [22:0] mantissa_result;
    always @(*) begin
        if (mantissa_product[47] == 1) begin
            mantissa_result = mantissa_product[46:24];
            exp_result = exp_a + exp_b - 127 + 1;
        end 
        else begin
            mantissa_result = mantissa_product[45:23];
            exp_result = exp_a + exp_b - 127;
        end
        if (exp_a == 8'b0 || exp_b == 8'b0) begin
            result = 32'b0;
        end 
        else if (exp_result >= 255) begin
            result = {sign_result, 8'hFF, 23'b0};
        end 
        else begin
            result = {sign_result, exp_result, mantissa_result};
        end
    end
endmodule
module reg1_fsm_case(
input clk, 
input rstn,
input [31:0]IN_FP32,
input start_compute,
output reg [31:0]composition,
output reg[31:0]ex_temp,
output reg seq_done
);
reg [31:0] exp_val1  =  32'h4b07975f;  
reg [31:0] exp_val2  =  32'h453a4f54;  
reg [31:0] exp_val3  =  32'h425a6481;  
reg [31:0] exp_val4  =  32'b01000000111011000111001100100110;  
reg [31:0] exp_val5  =  32'b01000000001011011111100001010100;  
reg [31:0] exp_val6  =  32'b00111111110100110000100101001100;  
reg [31:0] exp_val7  =  32'h3fa45af2;  
reg [31:0] exp_val8  =  32'h3f910b02;  
reg [31:0] exp_val9_neg =  32'h3f475f7d;  
reg [31:0] exp_val10_neg =  32'h3f61eb51;  
parameter 
ST_RESET      = 6'd0,  
ST_READY      = 6'd1,  
ST_CMP_1      = 6'd2,  
ST_CMP_2      = 6'd3,  
ST_CMP_3      = 6'd4,  
ST_CMP_4      = 6'd5,  
ST_CMP_5      = 6'd6,  
ST_CMP_6      = 6'd7,  
ST_CMP_7      = 6'd8,  
ST_CMP_8      = 6'd9,    
ST_CMP_9_NEG = 6'd10,  
ST_CMP_10_NEG = 6'd11, 
ST_CMP_END    = 6'd12;
reg [5:0] ps,ns;
reg [31:0]A,B,FP32_temp,C,D;
wire [31:0]OUT,PRD;
reg update_FP32_temp;
always@(posedge clk, negedge rstn)begin
	if(!rstn)	ps <= ST_RESET;
	else			ps <= ns;		
end
always @(*) begin
	 case (ps)
        ST_RESET: begin
            if (seq_done) begin
                ns = ST_RESET;  
            end 
	    else if (start_compute) begin 	
                case (FP32_temp[30:23])
                    8'd131: ns = ST_CMP_1;
                    8'd130: ns = ST_CMP_2;
                    8'd129: ns = ST_CMP_3;
                    8'd128: ns = ST_CMP_4;
                    8'd127: ns = ST_CMP_5;
                    8'd126: ns = ST_CMP_6;
                    8'd125: ns = (FP32_temp[31]) ? ST_CMP_9_NEG : ST_CMP_7;
                    8'd124: ns = (FP32_temp[31]) ? ST_CMP_10_NEG : ST_CMP_8;
                    8'd123, 8'd122, 8'd121, 8'd120, 8'd119, 8'd118, 8'd117,
8'd116, 8'd115, 8'd114, 8'd113, 8'd112, 8'd111, 8'd110,
8'd109, 8'd108, 8'd107, 8'd106, 8'd105, 8'd104, 8'd103,
8'd102, 8'd101, 8'd100, 8'd99,  8'd98,  8'd97,  8'd96,
8'd95,  8'd94,  8'd93,  8'd92,  8'd91,  8'd90,  8'd89,
8'd88,  8'd87,  8'd86,  8'd85,  8'd84,  8'd83,  8'd82,
8'd81,  8'd80,  8'd79,  8'd78,  8'd77,  8'd76,  8'd75,
8'd74,  8'd73,  8'd72,  8'd71,  8'd70,  8'd69,  8'd68,
8'd67,  8'd66,  8'd65,  8'd64,  8'd63,  8'd62,  8'd61,
8'd60,  8'd59,  8'd58,  8'd57,  8'd56,  8'd55,  8'd54,
8'd53,  8'd52,  8'd51,  8'd50:
begin
                        ns = ST_CMP_END;
                    end
        default: begin
			     ns = ps; 
				  end
        endcase
            end else begin
                ns = ST_RESET;
            end
        end
		ST_CMP_END: ns = ST_RESET;
        default: begin
            if (seq_done) begin
                ns = ST_RESET;  
end
         else begin
                case (OUT[30:23])
                    8'd131: ns = ST_CMP_1;
                    8'd130: ns = ST_CMP_2;
                    8'd129: ns = ST_CMP_3;
                    8'd128: ns = ST_CMP_4;
                    8'd127: ns = ST_CMP_5;
                    8'd126: ns = ST_CMP_6;
                    8'd125: ns = (FP32_temp[31]) ? ST_CMP_9_NEG : ST_CMP_7;
                    8'd124: ns = (FP32_temp[31]) ? ST_CMP_10_NEG : ST_CMP_8;
                    8'd123, 8'd122, 8'd121, 8'd120, 8'd119, 8'd118, 8'd117,
8'd116, 8'd115, 8'd114, 8'd113, 8'd112, 8'd111, 8'd110,
8'd109, 8'd108, 8'd107, 8'd106, 8'd105, 8'd104, 8'd103,
8'd102, 8'd101, 8'd100, 8'd99,  8'd98,  8'd97,  8'd96,
8'd95,  8'd94,  8'd93,  8'd92,  8'd91,  8'd90,  8'd89,
8'd88,  8'd87,  8'd86,  8'd85,  8'd84,  8'd83,  8'd82,
8'd81,  8'd80,  8'd79,  8'd78,  8'd77,  8'd76,  8'd75,
8'd74,  8'd73,  8'd72,  8'd71,  8'd70,  8'd69,  8'd68,
8'd67,  8'd66,  8'd65,  8'd64,  8'd63,  8'd62,  8'd61,
8'd60,  8'd59,  8'd58,  8'd57,  8'd56,  8'd55,  8'd54,
8'd53,  8'd52,  8'd51,  8'd50: begin
                        ns = ST_CMP_END;
                    end
                    default: begin 
									ns = ps;
									end
                endcase
            end
        end
    endcase
    end
always@(*)begin
	case(ps)
		ST_RESET:	
				begin	
				A				   = 32'd0;
				B 				   = 32'd0;
				C 				   = 32'd1;
				D 				   = 32'd1;
				composition 	                   = 32'd0;	
				update_FP32_temp                   = 1'b0;
				seq_done                           = 1'd0;
				end
	ST_CMP_1:
            begin
                A                  = FP32_temp;
                B                  = 32'h41800000; 
                C                  = ex_temp;
                D                  = exp_val1;
                composition        = 32'h41800000;
                update_FP32_temp   = 1'b1;
		seq_done           = 1'd0;
            end
        ST_CMP_2:
            begin
                A                  = FP32_temp;
                B                  = 32'h41000000;
                C                  = ex_temp;
                D                  = exp_val2;
                composition        = 32'h41000000;
                update_FP32_temp   = 1'b1;
		seq_done           = 1'd0;
            end
        ST_CMP_3:
            begin
                A                  = FP32_temp;
                B                  = 32'h40800000; 
                C                  = ex_temp;
                D                  = exp_val3;
                composition        = 32'h40800000;
                update_FP32_temp   = 1'b1;
		seq_done           = 1'd0;
            end
        ST_CMP_4:
            begin
                A                  = FP32_temp;
                B                  = 32'h40000000;
                C                  = ex_temp;
                D                  = exp_val4;
                composition        = 32'h40000000;
                update_FP32_temp   = 1'b1;
		seq_done           = 1'd0;
            end
        ST_CMP_5:
            begin
                A                  = FP32_temp;
                B                  = 32'h3f800000;
                C                  = ex_temp;
                D                  = exp_val5;
                composition        = 32'h3f800000;
                update_FP32_temp   = 1'b1;
		seq_done           = 1'd0;
            end
        ST_CMP_6:
            begin
                A                  = FP32_temp;
                B                  = 32'h3f000000;
                C                  = ex_temp;
                D                  = exp_val6;
                composition        = 32'h3f000000;
                update_FP32_temp   = 1'b1;
		seq_done           = 1'd0;
            end
        ST_CMP_7:
            begin
                A                  = FP32_temp;
                B                  = 32'h3e800000;
                C                  = ex_temp;
                D                  = exp_val7;
                composition        = 32'h3e800000;
                update_FP32_temp   = 1'b1;
		seq_done           = 1'd0;
            end
        ST_CMP_8:
            begin
                A                  = FP32_temp;
                B                  = 32'h3e000000;
                C                  = ex_temp;
                D                  = exp_val8;
                composition        = 32'h3e000000;
                update_FP32_temp   = 1'b1;
		seq_done           = 1'd0;
            end
       ST_CMP_9_NEG:
            begin
                A                  = FP32_temp;
                B                  = 32'hbe800000;
                C                  = ex_temp;
                D                  = exp_val9_neg;
                composition        = 32'hbe800000;
                update_FP32_temp   = 1'b1; 
		seq_done           = 1'd0;
            end
	ST_CMP_10_NEG:
            begin
                A                  = FP32_temp;
                B                  = 32'hbe000000;
                C                  = ex_temp;
                D                  = exp_val10_neg;
                composition        = 32'hbe000000;
                update_FP32_temp   = 1'b1; 
		seq_done           = 1'd0;
            end
	ST_CMP_END:
		begin
		A                  = 32'd0;
                B                  = 32'd0;
                C                  = 32'd0;
                D                  = 32'd0;
                composition        = 32'd0;
                update_FP32_temp   = 1'b0;
                seq_done       	  = 1'b1;
                 end
		default: begin
		A                  = 32'd0;
                B                  = 32'd0;
                C                  = 32'd0;
                D                  = 32'd0;
                composition        = 32'd0;
                update_FP32_temp   = 1'b0;
                seq_done       	  = 1'b1;
		end
	endcase
	end
always@(posedge clk, negedge rstn)begin
	if(!rstn)	begin
		FP32_temp <= 32'd0;
		end
	else if(update_FP32_temp) begin
		FP32_temp <= OUT; 
		end
	else if (start_compute)	begin
		FP32_temp <= IN_FP32; 
		end
	else if(seq_done) begin
		FP32_temp <= 32'd0;
		end
end
always@(posedge clk, negedge rstn)begin
	if(!rstn)	begin
		ex_temp<=32'd0; 
		end
	else if(update_FP32_temp) begin
		ex_temp<=PRD;	
		end
	else if (start_compute)	begin
		ex_temp<=32'h3f800000;
		end
end
add_sub xadd_sub_gpt0( .A(A), .B({!B[31],B[30:0]}), .s(OUT));
multi xexponent(.a(C),.b(D),.result(PRD));
endmodule
```

## run.sh

```bash
#!/bin/bash
# OpenROAD 26Q1-2900-gdf79404cd8, Yosys 0.63+post, stock flow scripts
make -C /OpenROAD-flow-scripts/flow DESIGN_CONFIG=/design/flow/config.mk WORK_HOME=/design/flow/orfs finish
```

==> results.yml <==
# yosys + openroad results
flow_run:
  cap_viol_max_count: 0
  warnings: 76
clock_network:
  cts_setup_buffers: 0
  clkTransAtPathRegs_ns: 0.06
  clk_path_buf_depth: 2
  cts-buffers-inserted: 9
  root_buffer: "clkbuf_16"
  cts_num_sinks: 75
  holdBufCountCts: 0
  cts_resized: 0
  h-tree-depth: 3
  insertion_delay_ns: 0.36
  cts_tree: "done"
global_route:
  antenna_found_initial: 0
  grt-ovfl-total: 0
  grt.total_usage_pct: 28.9
  grt_pass1_vias: 26400
  grt_pass1_wl_mm: 157
  grt_max_degree: 63
synth:
  ys.flops: 75
  ys_sh_adder_pct: 43.9
  syn_area_mm2: 0.0299
  aoi_share_pct: 14.9
  synthArstFlopShare_pct: 100
  ys_chip_area_mm2: 0.0299
  synth.distinct_cells: 114
  avgSynthCellArea_um2: 8.04
  mux_area_share_pct: 3.39
  ys_sh_xor_pct: 1.78
  top_logic_kind: "adder cells"
  ys_seq_share_pct: 6.28
  edf_count: 0
  yosysCellCount: 3716
  syn-instance-count: 3716
  ys_warn_count: 3
  ys_sh_simple_pct: 18.0
  ys.flop_type: "dfrtp_1"
critical_path:
  r2r-start: "ps[7]"
  worstRegToRegCells: 54
  crit_path_max_incr_delay_ns: 0.82
  reg2reg_to: "ps[11]"
  crit_top_cell: "nand2_1"
  cp.arrival_ns: 15.67
  cp_slowest_cell: "o31ai_2"
  cp-end-kind: "flop"
  reg2reg_slack_ns: 18.87
  critPathLaunchType: "flop"
  required_ns: 34.54
  crit_fanout: 62
  worstSetupPathType: "flop to flop"
  worst-path-buf-inv: 6
  crit_family: "AND-OR/OR-AND gates"
placement:
  portBuffers: 75
  dpl.hpwl_mm: 80.8
  place_congestion: 1.01
cells_and_area:
  final_cell_mix: "646 x inv_1, 549 x nand2_1, 488 x fa_1"
  fillers: 7375
  regArea_mm2: 0.00188
  comb_area_mm2: 0.0247
  lay_top_count: "inv_1"
  areaGrowthSynthToFinish_pct: 6.48
  drive_gt1_share_pct: 5.22
route:
  highest_layer: "met4"
  drt-met1-wl_mm: 41.2
  drtAntennaViolNets: 0
  wl_mm: 101
  dr_wl_met3_mm: 9.73
  detail_route.vias_per_cell: 5.56
  drt_iter0_drc: 1690
  drc_errors: 0
  wl_per_cell_um: 21.7
  dr_wl_met2_mm: 46.9
  dr.pass1.iters: 8
  num_antenna_cells: 0
  via_count: 25800
final_timing:
  worst_slew_margin_rel_pct: 35.2
  report.final.slew_viol_count: 0
  rsz0062_at_grt: "no"
  fin_crit_sh_pct: 45.0
  finalClockSkew_ns: 0.00937
  hold_viol: 0
  finalSetupViolCount: 0
  fmax_mhz: 64.8
  finalSetupTns_ns: 0
  worstMarginPinSlew_ns: 0.966
  period_minus_slack_ns: 15.43
floorplan:
  die_w_um: 275
  die_h_um: 275
  core_area_mm2: 0.0735
  chip_area_mm2: 0.0758
  fp_util_pct: 40.7
  io_pins: 100
  fp-row-count: 99
worst_hold_path:
  hold_class: "flop to flop"
  min-delay-start: "ps[3]"
  hold_depth: 1
  worstHoldEndpoint: "ps[0]"
outcome:
  outcome: "completed"
## metal layers
layer  up-vias  track usage [%]
met5         -                0
met4         0             6.25
met3       154             10.2
met2      1040             44.9
met1     12700             40.1
li1      11900                -
## cells in the mapped netlist (12+ instances only)
| master | count | area share, % |
|---|---|---|
| inv_1 | 646 | 8.1 |
| nand2_1 | 550 | 6.9 |
| fa_1 | 488 | 33 |
| nor2_1 | 327 | 4.1 |
| ha_1 | 267 | 11 |
| clkbuf_1 | 164 | 2.1 |
| a21oi_1 | 159 | 2.7 |
| o21ai_0 | 124 | 2.1 |
| dfrtp_1 | 74 | 6.2 |
| and2_1 | 63 | 1.3 |
| nand3_1 | 56 | 0.94 |
| mux2i_1 | 55 | 1.8 |
| nor3_1 | 46 | 0.77 |
| xnor2_1 | 38 | 1.1 |
| nand2b_1 | 32 | 0.67 |
| buf_4 | 30 | 0.75 |
| a21o_1 | 29 | 0.73 |
| o21a_1 | 25 | 0.63 |
| or3_1 | 24 | 0.50 |
| xor2_1 | 21 | 0.62 |
| a211oi_1 | 20 | 0.50 |
| and3_1 | 20 | 0.42 |
| a221oi_1 | 19 | 0.56 |
| a22oi_1 | 19 | 0.48 |
| nor2b_1 | 19 | 0.40 |
| nor4_1 | 19 | 0.40 |
| o211ai_1 | 19 | 0.48 |
| a31oi_1 | 18 | 0.38 |
| o31ai_1 | 18 | 0.45 |
| buf_1 | 17 | 0.21 |
| o21bai_1 | 17 | 0.43 |
| o22ai_1 | 17 | 0.36 |
| mux4_2 | 14 | 1.1 |
| a31o_2 | 13 | 0.38 |
| buf_2 | 13 | 0.22 |
| o21ai_1 | 12 | 0.20 |
| or2_2 | 12 | 0.25 |
## flip-flops by register name, summed over array words and instances (netlist names)
name       cells
ex_temp       31
FP32_temp     32
ps            12
## how the worst max path moves through the flow
stage / start / to / slack (ns) / depth (start not counted)
after CTS: ps[7] / ps[11] / 19.15 / 54
after global routing: ps[11] / ps[11] / 17.57 / 54
final: ps[7] / ps[11] / 18.87 / 54
## cell type report
cell class	count	area share [%]
repair buffers	152	4.17
clock inverters	6	0.208
inverters	656	7.75
multi-input cells	2778	77.5
well taps	959	3.77
flip-flops and latches	75	5.90
clock buffers	10	0.719
## metrics by stage
step                      instance area, µm²  setup WS, ns  cells  util, %  hold slack [ns]
after global placement                 31500         19.36   4620     42.9            0.411
after floorplan                        30000         21.23   3739        -            0.405
after global routing                   31800         17.57   4636     43.3            0.450
after CTS                              31800         19.15   4636     43.3            0.431
after detailed placement               31500         19.19   4620     42.9            0.417
final                                  31800         18.87   4636     43.3            0.428
## worst register-to-register path: cells and delay by family (launching register included)
kind,cells,cell delay [ns]
compound gates,25,5.95
fa+ha+maj,4,1.58
buf+inv,6,2.10
flops,1,0.49
simple gates,19,5.22
## logic make-up after synthesis
family          count (synthesis)
flops                          75
simple gates                 1214
xor+xnor                       60
mux                            81
fa+ha+maj                     755
buf+inv                       886
other cells                     1
compound gates                644

==> /design/flow/config.mk <==
export PLATFORM = sky130hd
export DESIGN_NAME = reg2_fsm_case
export DESIGN_NICKNAME = reg2_fsm_case
export VERILOG_FILES = /design/flow/design.v
export SDC_FILE = /design/flow/constraint.sdc
export NUM_CORES = 4
export LEC_CHECK = 1
export CORE_UTILIZATION = 30
==> /design/flow/constraint.sdc <==
current_design reg2_fsm_case

set clk_period 29.6
set clk_io_pct 0.2

create_clock -name clk0 -period $clk_period [get_ports {clk}]

set non_clock_inputs [all_inputs -no_clocks]
set_input_delay [expr $clk_period * $clk_io_pct] -clock clk0 $non_clock_inputs
set_output_delay [expr $clk_period * $clk_io_pct] -clock clk0 [all_outputs]
==> /design/flow/design.v <==
module add_sub(
    input [31:0] A, B,
    output reg [31:0] s
);
    parameter e = 8'b01111111;
    reg [23:0] x, y, z;
    reg [7:0] expa, expb, expc;
    reg [7:0] shift;
    reg [4:0] count;
    wire [1:0] signs;
    integer shift_amount;
    assign signs = {A[31], B[31]};
    always @(*) begin
        x[23] = 1'b1;
        x[22:0] = A[22:0];
        y[23] = 2'b01;
        y[22:0] = B[22:0];
        expa = A[30:23];
        expb = B[30:23];
        count = 5'd0;
        shift_amount = 5'd0;
        if (expa > expb) begin
            shift = expa - expb;
            y = y >> shift;
            expc = expa;
        end 
        else begin
            shift = expb - expa;
            x = x >> shift;
            expc = expb;
        end
        if (signs == 2'b00 || signs == 2'b11) begin
            z = x + y;
            s[31] = A[31];
        end 
        else begin
            if (expa > expb) begin
                z = x - y;
                s[31] = A[31];
            end
            else if (expa < expb) begin
                z = y - x;
                s[31] = B[31];
            end
            else begin
                if (x >= y) begin
                    z = x - y;
                    s[31] = A[31];
                end 
                else begin
                    z = y - x;
                    s[31] = B[31];
                end
            end
        end
        if (z[23]) shift_amount = 0;
        else if (z[22]) shift_amount = 1;
        else if (z[21]) shift_amount = 2;
        else if (z[20]) shift_amount = 3;
        else if (z[19]) shift_amount = 4;
        else if (z[18]) shift_amount = 5;
        else if (z[17]) shift_amount = 6;
        else if (z[16]) shift_amount = 7;
        else if (z[15]) shift_amount = 8;
        else if (z[14]) shift_amount = 9;
        else if (z[13]) shift_amount = 10;
        else if (z[12]) shift_amount = 11;
        else if (z[11]) shift_amount = 12;
        else if (z[10]) shift_amount = 13;
        else if (z[9]) shift_amount = 14;
        else if (z[8]) shift_amount = 15;
        else if (z[7]) shift_amount = 16;
        else if (z[6]) shift_amount = 17;
        else if (z[5]) shift_amount = 18;
        else if (z[4]) shift_amount = 19;
        else if (z[3]) shift_amount = 20;
        else if (z[2]) shift_amount = 21;
        else if (z[1]) shift_amount = 22;
        else if (z[0]) shift_amount = 23;
        else shift_amount = 24;
        z = z << shift_amount;
        expc = expc - shift_amount;
        s[22:0] = z[22:0];
        s[30:23] = expc;
    end
endmodule
module multi(
    input wire [31:0] a,
    input wire [31:0] b,
    output reg [31:0] result
);
    wire sign_a = a[31];
    wire sign_b = b[31];
    wire [7:0] exp_a = a[30:23];
    wire [7:0] exp_b = b[30:23];
    wire [23:0] mantissa_a = {1'b1, a[22:0]};
    wire [23:0] mantissa_b = {1'b1, b[22:0]};
    wire sign_result = sign_a ^ sign_b;
    wire [47:0] mantissa_product = mantissa_a * mantissa_b;
    reg [7:0] exp_result;
    reg [22:0] mantissa_result;
    always @(*) begin
        if (mantissa_product[47] == 1) begin
            mantissa_result = mantissa_product[46:24];
            exp_result = exp_a + exp_b - 127 + 1;
        end 
        else begin
            mantissa_result = mantissa_product[45:23];
            exp_result = exp_a + exp_b - 127;
        end
        if (exp_a == 8'b0 || exp_b == 8'b0) begin
            result = 32'b0;
        end 
        else if (exp_result >= 255) begin
            result = {sign_result, 8'hFF, 23'b0};
        end 
        else begin
            result = {sign_result, exp_result, mantissa_result};
        end
    end
endmodule
module reg2_fsm_case(
input clk, 
input rstn,
input [31:0]IN_FP32,
input start_compute,
output reg [31:0]composition,
output reg[31:0]ex_temp,
output reg seq_done
);
reg [31:0] exp_val1  =  32'h4b07975f;  
reg [31:0] exp_val2  =  32'h453a4f54;  
reg [31:0] exp_val3  =  32'h425a6481;  
reg [31:0] exp_val4  =  32'b01000000111011000111001100100110;  
reg [31:0] exp_val5  =  32'b01000000001011011111100001010100;  
reg [31:0] exp_val6  =  32'b00111111110100110000100101001100;  
reg [31:0] exp_val7  =  32'h3fa45af2;  
reg [31:0] exp_val8  =  32'h3f910b02;  
reg [31:0] exp_val9  =  32'h3f88415b;  
reg [31:0] exp_val10 =  32'h3f84102b;  
reg [31:0] exp_val11 =  32'h3f820405;  
reg [31:0] exp_val12_neg =  32'h3f475f7d;  
reg [31:0] exp_val13_neg =  32'h3f61eb51;  
reg [31:0] exp_val14_neg =  32'h3f707d60;  
reg [31:0] exp_val15_neg =  32'h3f781fab;  
reg [31:0] exp_val16_neg =  32'h3f7c07f5;  
parameter 
ST_RESET      = 6'd0,  
ST_READY      = 6'd1,  
ST_CMP_1      = 6'd2,  
ST_CMP_2      = 6'd3,  
ST_CMP_3      = 6'd4,  
ST_CMP_4      = 6'd5,  
ST_CMP_5      = 6'd6,  
ST_CMP_6      = 6'd7,  
ST_CMP_7      = 6'd8,  
ST_CMP_8      = 6'd9,  
ST_CMP_9      = 6'd10,  
ST_CMP_10     = 6'd11,  
ST_CMP_11     = 6'd12,  
ST_CMP_12_NEG = 6'd13,  
ST_CMP_13_NEG = 6'd14,  
ST_CMP_14_NEG = 6'd15,  
ST_CMP_15_NEG = 6'd16,  
ST_CMP_16_NEG = 6'd17,  
ST_CMP_END    = 6'd18;
reg [5:0] ps,ns;
reg [31:0]A,B,FP32_temp,C,D;
wire [31:0]OUT,PRD;
reg update_FP32_temp;
always@(posedge clk, negedge rstn)begin
	if(!rstn)	ps <= ST_RESET;
	else			ps <= ns;		
end
always @(*) begin
	 case (ps)
        ST_RESET: begin
            if (seq_done) begin
                ns = ST_RESET;  
            end 
	    else if (start_compute) begin 	
                case (FP32_temp[30:23])
                    8'd131: ns = ST_CMP_1;
                    8'd130: ns = ST_CMP_2;
                    8'd129: ns = ST_CMP_3;
                    8'd128: ns = ST_CMP_4;
                    8'd127: ns = ST_CMP_5;
                    8'd126: ns = ST_CMP_6;
                    8'd125: ns = (FP32_temp[31]) ? ST_CMP_12_NEG : ST_CMP_7;
                    8'd124: ns = (FP32_temp[31]) ? ST_CMP_13_NEG : ST_CMP_8;
                    8'd123: ns = (FP32_temp[31]) ? ST_CMP_14_NEG : ST_CMP_9;
                    8'd122: ns = (FP32_temp[31]) ? ST_CMP_15_NEG : ST_CMP_10;
                    8'd121: ns = (FP32_temp[31]) ? ST_CMP_16_NEG : ST_CMP_11;
                    8'd120, 8'd119, 8'd118, 8'd117,
8'd116, 8'd115, 8'd114, 8'd113, 8'd112, 8'd111, 8'd110,
8'd109, 8'd108, 8'd107, 8'd106, 8'd105, 8'd104, 8'd103,
8'd102, 8'd101, 8'd100, 8'd99,  8'd98,  8'd97,  8'd96,
8'd95,  8'd94,  8'd93,  8'd92,  8'd91,  8'd90,  8'd89,
8'd88,  8'd87,  8'd86,  8'd85,  8'd84,  8'd83,  8'd82,
8'd81,  8'd80,  8'd79,  8'd78,  8'd77,  8'd76,  8'd75,
8'd74,  8'd73,  8'd72,  8'd71,  8'd70,  8'd69,  8'd68,
8'd67,  8'd66,  8'd65,  8'd64,  8'd63,  8'd62,  8'd61,
8'd60,  8'd59,  8'd58,  8'd57,  8'd56,  8'd55,  8'd54,
8'd53,  8'd52,  8'd51,  8'd50: begin
                        ns = ST_CMP_END;
                    end
        default: begin
			     ns = ps; 
				  end
        endcase
            end else begin
                ns = ST_RESET;
            end
        end
		ST_CMP_END: ns = ST_RESET;
        default: begin
            if (seq_done) begin
                ns = ST_RESET;  
end
         else begin
                case (OUT[30:23])
                    8'd131: ns = ST_CMP_1;
                    8'd130: ns = ST_CMP_2;
                    8'd129: ns = ST_CMP_3;
                    8'd128: ns = ST_CMP_4;
                    8'd127: ns = ST_CMP_5;
                    8'd126: ns = ST_CMP_6;
                    8'd125: ns = (FP32_temp[31]) ? ST_CMP_15_NEG : ST_CMP_7;
                    8'd124: ns = (FP32_temp[31]) ? ST_CMP_13_NEG : ST_CMP_8;
                    8'd123: ns = (FP32_temp[31]) ? ST_CMP_14_NEG : ST_CMP_9;
                    8'd122: ns = (FP32_temp[31]) ? ST_CMP_15_NEG : ST_CMP_10;
                    8'd121: ns = (FP32_temp[31]) ? ST_CMP_16_NEG : ST_CMP_11;
                    8'd120, 8'd119, 8'd118, 8'd117,
8'd116, 8'd115, 8'd114, 8'd113, 8'd112, 8'd111, 8'd110,
8'd109, 8'd108, 8'd107, 8'd106, 8'd105, 8'd104, 8'd103,
8'd102, 8'd101, 8'd100, 8'd99,  8'd98,  8'd97,  8'd96,
8'd95,  8'd94,  8'd93,  8'd92,  8'd91,  8'd90,  8'd89,
8'd88,  8'd87,  8'd86,  8'd85,  8'd84,  8'd83,  8'd82,
8'd81,  8'd80,  8'd79,  8'd78,  8'd77,  8'd76,  8'd75,
8'd74,  8'd73,  8'd72,  8'd71,  8'd70,  8'd69,  8'd68,
8'd67,  8'd66,  8'd65,  8'd64,  8'd63,  8'd62,  8'd61,
8'd60,  8'd59,  8'd58,  8'd57,  8'd56,  8'd55,  8'd54,
8'd53,  8'd52,  8'd51,  8'd50: begin
                        ns = ST_CMP_END;
                    end
                    default: begin 
									ns = ps;
									end
                endcase
            end
        end
    endcase
    end
always@(*)begin
	case(ps)
		ST_RESET:	
				begin	
				A				   = 32'd0;
				B 				   = 32'd0;
				C 				   = 32'd1;
				D 				   = 32'd1;
				composition 	= 32'd0;	
				update_FP32_temp                   = 1'b0;
				seq_done                           = 1'd0;
				end
	ST_CMP_1:
            begin
                A                  = FP32_temp;
                B                  = 32'h41800000; 
                C                  = ex_temp;
                D                  = exp_val1;
                composition        = 32'h41800000;
                update_FP32_temp   = 1'b1;
		seq_done        			     = 1'd0;
            end
        ST_CMP_2:
            begin
                A                  = FP32_temp;
                B                  = 32'h41000000;
                C                  = ex_temp;
                D                  = exp_val2;
                composition        = 32'h41000000;
                update_FP32_temp   = 1'b1;
		seq_done           = 1'd0;
            end
        ST_CMP_3:
            begin
                A                  = FP32_temp;
                B                  = 32'h40800000; 
                C                  = ex_temp;
                D                  = exp_val3;
                composition        = 32'h40800000;
                update_FP32_temp   = 1'b1;
		seq_done           = 1'd0;
            end
        ST_CMP_4:
            begin
                A                  = FP32_temp;
                B                  = 32'h40000000;
                C                  = ex_temp;
                D                  = exp_val4;
                composition        = 32'h40000000;
                update_FP32_temp   = 1'b1;
		seq_done           = 1'd0;
            end
        ST_CMP_5:
            begin
                A                  = FP32_temp;
                B                  = 32'h3f800000;
                C                  = ex_temp;
                D                  = exp_val5;
                composition        = 32'h3f800000;
                update_FP32_temp   = 1'b1;
		seq_done           = 1'd0;
            end
        ST_CMP_6:
            begin
                A                  = FP32_temp;
                B                  = 32'h3f000000;
                C                  = ex_temp;
                D                  = exp_val6;
                composition        = 32'h3f000000;
                update_FP32_temp   = 1'b1;
		seq_done           = 1'd0;
            end
        ST_CMP_7:
            begin
                A                  = FP32_temp;
                B                  = 32'h3e800000;
                C                  = ex_temp;
                D                  = exp_val7;
                composition        = 32'h3e800000;
                update_FP32_temp   = 1'b1;
		seq_done           = 1'd0;
            end
        ST_CMP_8:
            begin
                A                  = FP32_temp;
                B                  = 32'h3e000000;
                C                  = ex_temp;
                D                  = exp_val8;
                composition        = 32'h3e000000;
                update_FP32_temp   = 1'b1;
		seq_done           = 1'd0;
            end
        ST_CMP_9:
            begin
                A                  = FP32_temp;
                B                  = 32'h3d800000;
                C                  = ex_temp;
                D                  = exp_val9;
                composition        = 32'h3d800000;
                update_FP32_temp   = 1'b1;
		seq_done           = 1'd0;
            end
        ST_CMP_10:
            begin
                A                  = FP32_temp;
                B                  = 32'h3d000000;
                C                  = ex_temp;
                D                  = exp_val10;
                composition        = 32'h3d000000;
                update_FP32_temp   = 1'b1;
		seq_done           = 1'd0;
            end
        ST_CMP_11:
            begin
                A                  = FP32_temp;
                B                  = 32'h3c800000;
                C                  = ex_temp;
                D                  = exp_val11;
                composition        = 32'h3c800000;
                update_FP32_temp   = 1'b1;
		seq_done           = 1'd0;
            end
       ST_CMP_12_NEG:
            begin
                A                  = FP32_temp;
                B                  = 32'hbe800000;
                C                  = ex_temp;
                D                  = exp_val12_neg;
                composition        = 32'hbe800000;
                update_FP32_temp   = 1'b1; 
		seq_done           = 1'd0;
            end
	ST_CMP_13_NEG:
            begin
                A                  = FP32_temp;
                B                  = 32'hbe000000;
                C                  = ex_temp;
                D                  = exp_val13_neg;
                composition        = 32'hbe000000;
                update_FP32_temp   = 1'b1; 
		seq_done           = 1'd0;
            end
	ST_CMP_14_NEG:
            begin
                A                  = FP32_temp;
                B                  = 32'hbd800000;
                C                  = ex_temp;
                D                  = exp_val14_neg;
                composition        = 32'hbd800000;
                update_FP32_temp   = 1'b1; 
		seq_done           = 1'd0;
            end
	ST_CMP_15_NEG:
            begin
                A                  = FP32_temp;
                B                  = 32'hbd000000;
                C                  = ex_temp;
                D                  = exp_val15_neg;
                composition        = 32'hbd000000;
                update_FP32_temp   = 1'b1; 
		seq_done           = 1'd0;
            end
	ST_CMP_16_NEG:
            begin
                A                  = FP32_temp;
                B                  = 32'hbc800000;
                C                  = ex_temp;
                D                  = exp_val15_neg;
                composition        = 32'hbc800000;
                update_FP32_temp   = 1'b1; 
		seq_done           = 1'd0;
            end
	ST_CMP_END:
				begin
					A                  = 32'd0;
                B                  = 32'd0;
                C                  = 32'd0;
                D                  = 32'd0;
                composition        = 32'd0;
                update_FP32_temp   = 1'b0;
                seq_done       	  = 1'b1;
					 end
		default: begin
					 A                  = 32'd0;
                B                  = 32'd0;
                C                  = 32'd0;
                D                  = 32'd0;
                composition        = 32'd0;
                update_FP32_temp   = 1'b0;
                seq_done       	  = 1'b1;
					end
	endcase
	end
always@(posedge clk, negedge rstn)begin
	if(!rstn)	begin
		FP32_temp <= 32'd0;
		end
	else if(update_FP32_temp) begin
		FP32_temp <= OUT; 
		end
	else if (start_compute)	begin
		FP32_temp <= IN_FP32; 
		end
	else if(seq_done) begin
		FP32_temp <= 32'd0;
		end
end
always@(posedge clk, negedge rstn)begin
	if(!rstn)	begin
		ex_temp<=32'd0; 
		end
	else if(update_FP32_temp) begin
		ex_temp<=PRD;	
		end
	else if (start_compute)	begin
		ex_temp<=32'h3f800000;
		end
end
add_sub xadd_sub_gpt0( .A(A), .B({!B[31],B[30:0]}), .s(OUT));
multi xexponent(.a(C),.b(D),.result(PRD));
endmodule
==> /design/flow/run.sh <==
#!/bin/bash
# OpenROAD 26Q1-2900-gdf79404cd8, Yosys 0.63+post, stock flow scripts
make -C /OpenROAD-flow-scripts/flow DESIGN_CONFIG=/design/flow/config.mk WORK_HOME=/design/flow/orfs finish
==> reports/metrics.csv <==
stage,metric,value,unit
status,status,"complete, no violations",
synthesis,top_area_cell,fa_1,
clocking,path_clk_slew,80,ps
clocking,cts-resized-gates,0,
setup_path,critPathMaxFanout,25,
final_timing,finalCriticalPeriod,15420,ps
floorplanning,core.rowCount,116,
synthesis,yosys_warnings,3,
final_timing,tightest_slew,921.1,ps
global_routing,grt_first_pass_wirelength,156700,µm
floorplanning,pin_count,100,
synthesis,top_area_frac,0.3223,
placed_design,dp_hpwl,80540,µm
floorplanning,dieArea,102300,µm²
clocking,cts_tree,yes,
clocking,cts_buffers,9,
setup_path,path_delay_family,AND-OR/OR-AND gates,
setup_path,cpPeakStageDelay,610,ps
setup_path,cp_slowest_cell,a2111oi_0,
global_routing,grt_pass1_vias,26430,
final_timing,report.final.slew_viol_count,0,
placed_design,numPlacedInstances,5029,
synthesis,top_cell,inv_1,
global_routing,grt_usage,0.2053,
synthesis,syn_inst,3802,
clocking,ctsHoldBuffers,0,
synthesis,syn-cell-area,30310,µm²
synthesis,synth_flops,81,
clocking,post-cts-setup-buffers,0,
synthesis,synth-edff-count,0,
setup_path,crit_type,flip-flop to flip-flop,
final_timing,finClkSkew,12.35,ps
floorplanning,dieWidth,319.9,µm
setup_path,worst_setup_path_end_kind,flip-flop,
placed_design,port_buffers,75,
finish,final_cells,5046,
worst_hold_path,hold_path_class,flip-flop to flip-flop,
routing,viasPerCell,5.207,
final_timing,finalCritPeriodShare,0.5210,
setup_path,crit_arrival,15690,ps
floorplanning,core-area,100100,µm²
clocking,clock_path_buffers,2,
clocking,h-tree-depth,3,
synthesis,async_flop_share,1.000,
job,maxCapViolCount,0,
final_timing,max_freq,64.85,MHz
setup_path,startpoint_type,flip-flop,
clocking,clock_latency,380,ps
job,warning_count,80,
synthesis,synthTopCellsByCount,"inv_1 (619), nand2_1 (575), fa_1 (488)",
final_timing,finalHoldViolations,0,
routing,ant_nets,0,
routing,drt_iter0_markers,1768,
final_timing,setup_viol,0,
routing,dr_total_vias,26280,
routing,routed_wl,99680,µm
finish,flop_area,2028,µm²
finish,fillers,10540,
final_timing,relSlewSlack,0.3803,
global_routing,antenna_found_initial,1,
synthesis,ys_cells,3802,
finish,syn2layout_area_growth,7.654,%
setup_path,path_buffers,8,
floorplanning,initCoreUtil,0.3026,
synthesis,netlist_top_cells_area,"fa_1 (32%), ha_1 (11%), inv_1 (7.7%), nand2_1 (7.1%), dfrtp_1 (6.6%)",
floorplanning,die_y,319.9,µm
global_routing,grt_max_degree,56,
finish,drive_above_1_share,0.04777,
synthesis,synth_cell_types,105,
synthesis,ys_chip_area,30310,µm²
setup_path,worstPathRequired,29870,ps
global_routing,grt_overflow_total,0,
final_timing,hold_slack,436.1,ps
routing,firstDrtPassIters,5,
finish,combGateArea,25020,µm²
clocking,cts_sinks,81,
final_timing,rsz0062_at_grt,false,
synthesis,ys.flop_type,dfrtp_1,
placed_design,gp_congestion,0.9877,
synthesis,ys_seq_share,0.06692,
routing,wl_per_cell,19.75,µm
routing,drc,0,
synthesis,avgSynthCellArea,7.972,µm²
clocking,cts_root_buf,clkbuf_16,
final_timing,finalSetupTns,0,ps
==> metrics by stage <==
step / instance area (µm²) / worst slack [ps] / utilization
floorplan: 30400 / 16440 / -
global placement: 32330 / 14730 / 0.3228
detailed placement: 32330 / 14500 / 0.3228
CTS: 32630 / 14390 / 0.3258
global route: 32630 / 12700 / 0.3258
finish: 32630 / 14180 / 0.3258
==> metal layers <==
layer / vias to the layer above / track usage / share of wire
met2: 1143 / 0.3056 / 0.44
met3: 145 / 0.07788 / 0.10
li1: 12130 / - / -
met4: 4 / 0.04455 / 0.027
met1: 12850 / 0.2889 / 0.43
met5: - / 0.008511 / 0.0011
==> state kept, by name, summed over array words and instances (netlist names) <==
register,cells
ps,18
ex_temp,31
FP32_temp,32
==> area by class of cell <==
cell class,instances,area share
timing repair buffer,147,0.03950
sequential,81,0.06216
inverter,630,0.07247
multi-input combinational,2873,0.7669
clock buffer,9,0.006902
tap,1298,0.04977
antenna,1,0.00007669
clock inverter,7,0.002224
==> worst paths after layout <==
kind	startpoint	endpoint	slack, ps	cells past startpoint
setup / recovery	ps[1]$_DFF_PN0_	ps[14]$_DFF_PN0_	14180	57
hold / removal	ps[6]$_DFF_PN0_	ps[0]$_DFF_PN1_	440	1
setup reg to reg	ps[1]$_DFF_PN0_	ps[14]$_DFF_PN0_	14180	57
hold reg to reg	ps[6]$_DFF_PN0_	ps[0]$_DFF_PN1_	440	1
max in group asynchronous	rstn	ex_temp[26]$_DFFE_PN0P_	23050	2
min in group asynchronous	rstn	ex_temp[22]$_DFFE_PN0P_	5500	1
==> logic make-up after synthesis <==
group | Yosys count | synth area share
xor gates and xnor gates | 71 | 0.02101
muxes | 87 | 0.03014
other | 1 | 0.0001237
AOI/OAI and AO/OA | 644 | 0.1447
buffers and inverters | 871 | 0.1129
DFF | 81 | 0.06692
and+or+nand+nor | 1287 | 0.1896
adders and majority gates | 760 | 0.4346
==> cell usage in the layout, fill, tap and decap left out, drive strengths merged, types with 13 or more instances in the layout <==
cell type,instances
a211oi,31
a21o,51
a21oi,150
a22oi,23
a31oi,20
and2,25
and3,26
buf,73
clkdlybuf4s50,74
conb,24
dfrtp,80
fa,488
ha,272
inv,629
mux2,18
mux2i,68
nand2,576
nand2b,21
nand3,54
nand4,16
nor2,320
nor2b,49
nor3,85
nor4,20
o211ai,20
o21a,15
o21ai,151
o21bai,19
o22ai,14
o31ai,13
or2,19
or3,38
or4,16
xnor2,49
xor2,22
